==> design/flow/design.v <==
`timescale 1ns / 1ps
module HammingCodeRx(
input clk, rx, rst, output reg [6:0]seg1, output reg [3:0]an1,output reg [6:0]seg2, output reg [3:0]an2
    );
    parameter clk_cycles = 868;
    reg [7:0]RXbits;
    reg indicator;
    parameter idle = 3'b000;
    parameter start_bit = 3'b001;
    parameter data_bits = 3'b010;
    parameter stop_bit = 3'b011;
    parameter cleanup = 3'b100;
    reg [2:0]state = 0;
    reg [9:0]clk_ctr = 0;
    reg [2:0]no_bits = 0;
    always@(posedge clk, posedge rst) begin
    if(rst==1) begin
        state <= idle;
        clk_ctr <= 0;
        no_bits <= 0;
        RXbits <= 0;
        indicator <= 0;
    end
    else begin
    case(state)
    idle: begin
        indicator <= 1'b0;
        clk_ctr <= 0;
        RXbits <= 0;
        if(rx==1'b0)
        state <= start_bit;
        else
        state <= idle;
        end
    start_bit: begin
        if(clk_ctr == ((clk_cycles-1)/2))
        begin 
        if(rx==1'b0) begin
        clk_ctr <= 0;
        state <= data_bits;
        end
        else 
        state <= idle;
        end
        else begin
        clk_ctr<=clk_ctr+1;
        state<=start_bit;
        end
        end
        data_bits: begin
        if(clk_ctr == clk_cycles-1) begin 
        RXbits[no_bits] <= rx; 
        clk_ctr <= 0;
        if(no_bits<7) begin
        no_bits<=no_bits+1;
        state <= data_bits;
        end
        else begin
        state <= stop_bit;
        no_bits<=0;
        end
        end
        else begin 
        clk_ctr <= clk_ctr+1;
        state <= data_bits;
        end
        end
        stop_bit: begin
        if(clk_ctr < clk_cycles-1) begin
        clk_ctr<=clk_ctr+1;
        state<=stop_bit;
        end
        else begin
        clk_ctr<=0;
        indicator <= 1'b1;
        state<=cleanup;
        end
        end
        cleanup: begin
        indicator <= 1'b0;
        state <= idle;
        end
        default: state <= idle; 
        endcase
        end
        end
reg [7:0]bit_store;
always@(posedge indicator) begin
bit_store <= RXbits;
end
reg [7:0]out_register;
always@(*) begin
out_register <= {4'b0, bit_store[6], bit_store[5], bit_store[4], bit_store[2]};
end
reg [19:0] refresh_counter;
wire [1:0] activating_ctr;
always@(posedge clk or posedge rst) begin
if(rst==1)
refresh_counter<=1;
else 
refresh_counter<=refresh_counter+1;
end
assign activating_ctr = refresh_counter[19:18];
reg [3:0]single_disp1;
always @(*) begin
case (activating_ctr)
    2'b00:begin
     an1 = 4'b0111;
     single_disp1 = out_register/1000;
     end
    2'b01: begin
    an1 = 4'b1011;
    single_disp1 =(out_register % 1000)/100;
     end
    2'b10: begin
    an1 = 4'b1101;
    single_disp1 = ((out_register % 1000)%100)/10;
     end
    2'b11: begin
     an1 = 4'b1110;
     single_disp1 = ((out_register % 1000)%100)%10;
     end
    endcase
end
always@(*) begin
case(single_disp1)
        4'b0000: seg1 = 7'b1000000;  
        4'b0001: seg1 = 7'b1111001;  
        4'b0010: seg1 = 7'b0100100;  
        4'b0011: seg1 = 7'b0110000;  
        4'b0100: seg1 = 7'b0011001;  
        4'b0101: seg1 = 7'b0010010;  
        4'b0110: seg1 = 7'b0000010;  
        4'b0111: seg1 = 7'b1111000;  
        4'b1000: seg1 = 7'b0000000;  
        4'b1001: seg1 = 7'b0010000;  
        default: seg1 = 7'b1000000;  
        endcase
end
wire n1, n2, n3, n4;
assign n1 = bit_store[0] ^ bit_store[2] ^ bit_store[4] ^ bit_store[6];  
assign n2 = bit_store[1] ^ bit_store[2] ^ bit_store[5] ^ bit_store[6];  
assign n3 = bit_store[3] ^ bit_store[4] ^ bit_store[5] ^ bit_store[6];  
assign n4 = bit_store[0] ^ bit_store[1] ^ bit_store[2] ^ bit_store[3] ^ bit_store[4] ^ bit_store[5] ^ bit_store[6] ^ bit_store[7];  
wire [2:0] n;
assign n = {n3, n2, n1};
reg [6:0] corrected_bits;
reg [3:0] data;
always @(posedge clk) begin
    corrected_bits = bit_store[6:0];  
    case(n)
        3'b000: ;  
        3'b001: corrected_bits[0] = ~corrected_bits[0];  
        3'b010: corrected_bits[1] = ~corrected_bits[1];  
        3'b011: corrected_bits[2] = ~corrected_bits[2];  
        3'b100: corrected_bits[3] = ~corrected_bits[3];  
        3'b101: corrected_bits[4] = ~corrected_bits[4];  
        3'b110: corrected_bits[5] = ~corrected_bits[5];  
        3'b111: corrected_bits[6] = ~corrected_bits[6];  
    endcase
    data = {corrected_bits[6], corrected_bits[5], corrected_bits[4], corrected_bits[2]};
end
reg [3:0]single_disp2;
reg [7:0]out_data; 
always@(*) begin
out_data = {4'b0,data};
end
always @(*) begin
case (activating_ctr)
    2'b00:begin
     an2 = 4'b0111;
     single_disp2 = out_data/1000;
     end
    2'b01: begin
    an2 = 4'b1011;
    single_disp2 =(out_data % 1000)/100;
     end
    2'b10: begin
    an2 = 4'b1101;
    single_disp2 = ((out_data % 1000)%100)/10;
     end
    2'b11: begin
     an2 = 4'b1110;
     single_disp2 = ((out_data % 1000)%100)%10;
     end
    endcase
end
always@(*) begin
case(single_disp2)
        4'b0000: seg2 = 7'b1000000;  
        4'b0001: seg2 = 7'b1111001;  
        4'b0010: seg2 = 7'b0100100;  
        4'b0011: seg2 = 7'b0110000;  
        4'b0100: seg2 = 7'b0011001;  
        4'b0101: seg2 = 7'b0010010;  
        4'b0110: seg2 = 7'b0000010;  
        4'b0111: seg2 = 7'b1111000;  
        4'b1000: seg2 = 7'b0000000;  
        4'b1001: seg2 = 7'b0010000;  
        default: seg2 = 7'b1000000;  
        endcase
end
endmodule
==> design/flow/run.sh <==
#!/bin/bash
# OpenROAD 26Q1-2900-gdf79404cd8, Yosys 0.63+post, stock flow scripts
make -C /OpenROAD-flow-scripts/flow DESIGN_CONFIG=/design/flow/config.mk WORK_HOME=/design/flow/orfs finish
==> design/flow/config.mk <==
export PLATFORM = sky130hd
export DESIGN_NAME = HammingCodeRx
export DESIGN_NICKNAME = HammingCodeRx
export VERILOG_FILES = /design/flow/design.v
export SDC_FILE = /design/flow/constraint.sdc
export NUM_CORES = 4
export LEC_CHECK = 1
export CORE_UTILIZATION = 40
==> design/flow/constraint.sdc <==
current_design HammingCodeRx

set clk_period 5.3
set clk_io_pct 0.2

create_clock -name clk0 -period $clk_period [get_ports {clk}]

set non_clock_inputs [all_inputs -no_clocks]
set_input_delay [expr $clk_period * $clk_io_pct] -clock clk0 $non_clock_inputs
set_output_delay [expr $clk_period * $clk_io_pct] -clock clk0 [all_outputs]
==> flow_summary.yaml <==
# synthesis and place-and-route metrics
status:
  outcome: "finished clean"
synthesis:
  yosys.stat.chipArea_um2: 3580
  ys_dominant_reg_cell: "sky130_fd_sc_hd__dfrtp_1"
  syn_avg_cell_area_um2: 8.94
  ys_ff: 55
  synthesis.instances: 401
  synth.yosys.num_cells: 401
  fraction_of_registers_with_async_set_or_reset_after_synthesis_pct: 80.0
  synth.lib_cells_used.distinct: 62
  area_leaders: "sky130_fd_sc_hd__dfrtp_1 (30%), sky130_fd_sc_hd__ha_1 (10%), sky130_fd_sc_hd__dfxtp_1 (6.1%)"
  synth-edff-count: 0
  synth_seq_share_pct: 36.9
  netlist_area_um2: 3580
  yosysWarningCount: 1
  post-synth-top-area-fraction_pct: 30.0
  yosysTopAreaCell: "sky130_fd_sc_hd__dfrtp_1"
routing:
  drt_pre_antenna_iters: 4
  final_antenna_net_count: 0
  dr_total_vias: 2739
  met3_wirelength_um: 213
  drc: 0
  topRoutingLayerUsed: "met4"
  met2_length_mm: 2.84
  routed_wire_length_per_instance_um: 12.1
  detail_route.vias_per_cell: 5.25
  met1Wirelength_mm: 3.20
  drt-initial-drc-count: 98
  totalWireLength_mm: 6.33
  diodes: 0
grt:
  grt_start_max_net_pins: 45
  first_global_vias: 2488
  grt_antenna_before_repair: 0
  gr-usage-all-layers_pct: 14.4
  grt_pass1_wl_mm: 11.3
  grt.overflow.total: 0
worst_setup_path:
  end_kind: "primary output"
  worst-path-buf-inv: 5
  critical_path.top_delay_family: "buffers and inverters"
  crit_path_top_delay_cell: "sky130_fd_sc_hd__clkdlybuf4s50_1"
  critical_path_cell_count: 14
  cp_data_required_time_ps: 4240
  timing.critical_path.slowest_cell_delay_ps: 480
  cp.arrival_ps: 3110
  critPathLaunch: "refresh_counter[19]"
  cp_common_cell: "sky130_fd_sc_hd__inv_1"
  start_kind: "flop"
  worstSetupEndpoint: "seg1[6]"
  rr_startpoint: "clk_ctr[0]"
  r2r_slack_ps: 3120
  critical_path.cell_chain: "inv_1 -> ha_1 -> inv_1 -> ha_1 -> inv_1 -> o21ai_0 -> a21oi_1 -> o31a_1 -> inv_1 -> ha_1 -> nor2_1 -> o21bai_1 -> mux2i_1 -> clkdlybuf4s50_1"
  path_max_fanout: 4
  reg2regPathDepth: 6
  reg2reg_to: "RXbits[1]"
  criticalPathCategory: "reg2out"
power:
  swShare_pct: 19.6
  ir_drop_v: 0.000158
  share_clk_of_total_power_pct: 45.9
  p_per_area_nw_per_um2: 174
  internal_power_w: 0.000557
  netSwitchingPower_w: 0.000136
  pwr-share-seq_pct: 52.7
  power_leakage_nw: 1.77
  combPwrFrac_pct: 1.4
layout:
  syn_to_final_growth_pct: 11.3
  layout.cells.most_common_list: "sky130_fd_sc_hd__dfrtp_1 (43), sky130_fd_sc_hd__nand2_1 (43), sky130_fd_sc_hd__inv_1 (35), sky130_fd_sc_hd__ha_1 (30), sky130_fd_sc_hd__clkdlybuf4s50_1 (24)"
  drive_gt1_share_pct: 5.80
timing:
  finalClockSkew_ps: 10.5
  final_max_slew_viol_count: 0
  worstMarginPinSlew_ps: 697
  tightest_slew_margin_relative_to_the_limit_pct: 53.1
  whs_ps: 454
  unclocked_pins: 7
  setup_violations: 0
  timing.final.crit_period_ps: 4170
  max_clock_freq_ghz: 0.240
  unrepaired_setup_endpoints_after_global_routing: "false"
  finalHoldViolations: 0
  unconstrained_endpoints: 11
  layout_worst_path_cycle_share_pct: 78.7
  tns_ps: 0
  setup_slack_ps: 1130
floorplanning:
  fp.dieArea_um2: 9340
  die_width_um: 96.7
  floorplan.core_util_pct: 41.3
  placement_rows: 34
  floorplan.io_pins: 25
  coreArea_um2: 8680
  die_span_y_um: 96.7
clocking:
  clock_tree.htree_level_count: 2
  cts.path.max_buffers: 2
  cts_tree: "done"
  clock_pin_slew_of_the_registers_on_the_worst_case_setup_and_hold_paths_ps: 100
  cts_root_buffer: "sky130_fd_sc_hd__clkbuf_8"
  clock_latency_ps: 300
  number_of_buffers_inserted_during_clock_tree_synthesis: 5
  buffers_inserted_by_post_cts_timing_repair: 0
  cts-resized-gates: 0
  cts-hold-fix-buffers: 0
placement:
  port_buffers: 24
  dpl_worst_slack_ps: 1430
  globalplace.congestion: 0.837
  place_hpwl_mm: 4.60
flow_run:
  maxCapViolCount: 0
  openroad_warning_count: 45
min_path:
  min_path_type: "reg2reg"
## cells in the mapped netlist, types with 2 or more instances
cell type and number:
sky130_fd_sc_hd__buf_6 2, sky130_fd_sc_hd__o31a_1 2, sky130_fd_sc_hd__a211oi_1 5, sky130_fd_sc_hd__inv_1 36, sky130_fd_sc_hd__nand2b_1 5, sky130_fd_sc_hd__o311ai_0 2, sky130_fd_sc_hd__nor4_1 5, sky130_fd_sc_hd__o31ai_1 3
sky130_fd_sc_hd__xnor2_1 22, sky130_fd_sc_hd__dfrtp_1 43, sky130_fd_sc_hd__mux2i_1 3, sky130_fd_sc_hd__a31oi_1 4, sky130_fd_sc_hd__nand3b_1 3, sky130_fd_sc_hd__o21ai_1 2, sky130_fd_sc_hd__a41o_1 2, sky130_fd_sc_hd__clkbuf_1 8
sky130_fd_sc_hd__o211a_1 2, sky130_fd_sc_hd__nor2_1 20, sky130_fd_sc_hd__nor3b_1 2, sky130_fd_sc_hd__a31o_2 2, sky130_fd_sc_hd__o211ai_1 2, sky130_fd_sc_hd__o21ai_0 20, sky130_fd_sc_hd__ha_1 30, sky130_fd_sc_hd__a22oi_1 2
sky130_fd_sc_hd__o22ai_1 7, sky130_fd_sc_hd__buf_4 5, sky130_fd_sc_hd__o2111ai_1 4, sky130_fd_sc_hd__nand4_1 7, sky130_fd_sc_hd__and2_1 3, sky130_fd_sc_hd__and3_1 7, sky130_fd_sc_hd__nor3_1 8, sky130_fd_sc_hd__xor2_1 8
sky130_fd_sc_hd__nand3_1 17, sky130_fd_sc_hd__nand2_1 43, sky130_fd_sc_hd__o21bai_1 2, sky130_fd_sc_hd__buf_2 4, sky130_fd_sc_hd__or3_1 3, sky130_fd_sc_hd__a211o_1 2, sky130_fd_sc_hd__dfxtp_1 11, sky130_fd_sc_hd__a21oi_1 21
## sequential cells by signal, summed over array words and instances (netlist names)
name and count:
clk_ctr 10, RXbits 7, no_bits 3, data 4
indicator 1, bit_store 7, refresh_counter 20, state 3
## through the flow
step / area [um2] / total power, W / std cells / util (%)
finish: 3990 / 0.000693 / 522 / 46.0
global route: 3990 / 0.000723 / 522 / 46.0
CTS: 3990 / 0.000706 / 522 / 46.0
detailed placement: 3850 / 0.000383 / 514 / 44.4
global placement: 3850 / 0.000383 / 514 / 44.4
floorplan: 3580 / 0.000378 / 401 / -
## layer usage
metal,vias to the layer above,GRT usage [%]
li1,1426,-
met1,1263,22.3
met2,44,22.8
met3,6,2.21
met4,0,1.38
met5,-,0
## power by group through the flow
| stage | Clock [W] | Combinational [W] | Sequential [W] |
|---|---|---|---|
| finish | 0.000318 | 0.00000953 | 0.000365 |
| CTS | 0.000330 | 0.0000103 | 0.000365 |
| global route | 0.000346 | 0.0000115 | 0.000366 |
## how the worst min path moves through the flow
| stage | startpoint | end | slack, ps | depth (start not counted) |
|---|---|---|---|---|
| CTS | refresh_counter[0] | refresh_counter[0] | 460 | 1 |
| global route | refresh_counter[0] | refresh_counter[0] | 470 | 1 |
| finish | refresh_counter[0] | refresh_counter[0] | 450 | 1 |
## cells by family after synthesis
kind of cell / count (synthesis) / synth area share [%]
xor gates and xnor gates: 31 / 7.79
DFF: 55 / 36.9
and+or+nand+nor: 131 / 18.4
buffers and inverters: 56 / 6.95
adders and majority gates: 30 / 10.5
AOI/OAI and AO/OA: 94 / 18.4
muxes: 4 / 1.15
## worst reg2reg max path: stages, from the launching register on
cell and delay [ps]:
sky130_fd_sc_hd__dfrtp_1 440, sky130_fd_sc_hd__ha_1 290, sky130_fd_sc_hd__and2b_1 170, sky130_fd_sc_hd__nand4_1 460
sky130_fd_sc_hd__nor2_1 410, sky130_fd_sc_hd__a21oi_1 110, sky130_fd_sc_hd__a41o_1 210
## final cells by class
cell class / count / area (um2)
clock buffers: 5 / 68.8
clock inverters: 3 / 68.8
fillers: 808 / 4690
inverters: 36 / 135
multi-input cells: 290 / 2010
flip-flops and latches: 55 / 1320
well taps: 108 / 135
repair buffers: 25 / 248
Power and IR drop assume default switching activity.
